**flow/design.v**
```verilog
module shift_counter #(parameter WIDTH = 16,parameter Reset = 16'b100000000)(
input clk,
input rst,
input clr,
input en,
output reg[WIDTH-1:0] count
);
always@(posedge clk)
begin
	if(rst|clr)
	count<=Reset;
	else if(en)
	count<={count[0],count[WIDTH-1:1]};
end
endmodule
```
**flow/run.sh**
```bash
#!/bin/bash
# OpenROAD 26Q1-2900-gdf79404cd8, Yosys 0.63+post, stock flow scripts
make -C /OpenROAD-flow-scripts/flow DESIGN_CONFIG=/design/flow/config.mk WORK_HOME=/design/flow/orfs finish
```
**flow/config.mk**
```make
export PLATFORM = sky130hd
export DESIGN_NAME = shift_counter
export DESIGN_NICKNAME = shift_counter
export VERILOG_FILES = /design/flow/design.v
export SDC_FILE = /design/flow/constraint.sdc
export NUM_CORES = 4
export LEC_CHECK = 1
export CORE_AREA = 10 10 85 85
export DIE_AREA = 0 0 95 95
```
**flow/constraint.sdc**
```tcl
current_design shift_counter

set clk_period 1.5
set clk_io_pct 0.2

create_clock -name clk0 -period $clk_period [get_ports {clk}]

set non_clock_inputs [all_inputs -no_clocks]
set_input_delay [expr $clk_period * $clk_io_pct] -clock clk0 $non_clock_inputs
set_output_delay [expr $clk_period * $clk_io_pct] -clock clk0 [all_outputs]
```
==> summary.txt <==
The full implementation flow was run.

The flow ran to the end, and the final reports show no timing, DRC or antenna violations. The initial antenna violation count is 0. The die height stands at about 95 µm. The count of routing violations after the opening detailed-route iteration stands at 8. For the final database, setup skew stands at 0.00157 ns.

The first global-routing pass estimated 2.26 mm of wire. TritonCTS built the clock tree. The data required time of the worst path stands at 1.20 ns. Buffers inserted during clock tree synthesis total 3. At the pin with the least slew margin, the transition time is 0.121 ns. After detailed placement, the total cell area comes to 856 µm². The final timing report lists a hold violation count of 0.

Grouping stages by cell kind, the critical path spends the most delay in buffers and inverters. Setup repair after global routing left no endpoint under its margin. The core area stands at between 5000 and 6000 µm².

The wire length recorded after detailed routing is 1.38 mm. The min-delay analysis places its worst path in the category reg2reg. The final standard cell area without fillers stands at 911 µm². The routed design ends up with an antenna cell count of 0. The count of state elements after synthesis stands at 16.

Before CTS, the worst setup slack after placement is 0.119 ns. Per the cell usage report, the commonest logic cell in the layout is sky130_fd_sc_hd__clkdlybuf4s50_1. The count of endpoints failing setup in the final report stands at 0. Pins over their slew limit in the final report were tallied at 0. Among all stages on the critical path, the maximum delay recorded is 0.50 ns.

The largest net degree at the start of global routing stands at 18. The final route contains roughly 410 vias. Counting I/O delays and the setup requirement, the final critical path takes 1.40 ns. On the critical path, the stage with the largest delay is an instance of sky130_fd_sc_hd__clkdlybuf4s50_1. The OpenROAD warning count stands at 25. In the setup report, the worst path falls into the class reg2out.

In this run, post-CTS hold repair placed 0 buffers. The horizontal die dimension stands at 95 µm. The power density of the placed cells stands at 930 nW/µm². Using the TritonRoute via totals, the vias-per-cell ratio works out to 2.80. Per the OpenROAD floorplan log, the area of the die is 9030 µm². The first-pass iteration count of the detailed router stands at 3.

The clock passes through at most 2 buffers. The final cycle utilization of the critical path stands at 0.933. Looking at the clock tree report, the H-tree level count equals 1. The number of setup buffers added after CTS stands at 0. The fraction of the core area occupied by cells at floorplan stands at 0.108. The clock drives 16 sinks.

In this run the tightest slew margin relative to its limit is 0.917. Synthesis handed over a netlist of 53 instances. For reference, the post-synthesis area per instance comes to 11.1 µm². The share of cells above drive strength 1 stands at 0.0811.

In the final layout, the registers with the most flip-flops are count (16). The post-route total power stands at 0.000847 W. The highest attainable clock frequency stands at 0.714 GHz. After filler insertion, the fill cell instance count of the layout stands at 615. Ranked by flip-flop count, first place goes to count. Once the clock tree was built, the resizer swapped 0 gates to a different size. The count of buffers added on input and output ports is 19. The register with the most flip-flops in the layout has 16 of them.

The final layout reports a setup TNS of 0 ns. In this run the worst path has a maximum fanout of 3. Ranking logic cells in the layout by count gives the top entries sky130_fd_sc_hd__clkdlybuf4s50_1, sky130_fd_sc_hd__dfxtp_1, sky130_fd_sc_hd__mux2i_1, sky130_fd_sc_hd__nor2_1, sky130_fd_sc_hd__clkbuf_8.

The signed area change from the synthesized netlist to the final layout stands at 54.6%. In the global route stage, overall resource usage came out at 0.0335. The run reported a max-capacitance violation count of 0. The count of instantiated cells in the yosys netlist stands at 53. The via count of the first global-routing pass was 420. The final timing report gives a worst setup slack of 0.0999 ns. The post-CTS clock slew at the launch and capture registers of the worst setup and hold paths stands at 0.06 ns.

The cell sitting at the root of the clock tree is a sky130_fd_sc_hd__clkbuf_8. Before any placement, the netlist area is recorded as 589 µm². The gate-level netlist out of Yosys references 8 unique cell types.

For the worst setup path, the data arrival time is 1.10 ns. The mean routed wirelength per cell stands at 9.47 µm. The number of routed nets with antenna violations stands at 0. The critical path goes through clkdlybuf4s50_1. The chip area line in the Yosys stat output reads slightly below 600 µm². The sequential fraction of the synthesis area stands at 0.544.

The detailed-route DRC error count stands at 0. Counting both buffers and inverters, the worst setup path holds a total of 1. The worst setup path is captured at an output pin.

The worst VDD IR drop from the latest analysis is 399 µV. Per the GRT congestion report, total overflow comes to 0. The I/O pin total stands at 20. The worst setup path is launched from a flip-flop. The final weighted congestion in routability-driven placement stands at 0.679. The leakage power summed over all cells stands at 0.341 nW.

Row generation in the floorplan step produced 27 rows. At the later pin of the worst-skew pair, clock insertion delay measures 0.24 ns. The worst hold slack stands at 0.511 ns. The total of warnings raised by yosys stands at 1.
## power breakdown
group          switching [W]  internal (W)
clock               0.000134      0.000232
sequential        0.00000210      0.000428
combinational      0.0000211     0.0000294
## kinds of logic after synthesis
logic type | Yosys count | share of synthesized area
compound gates | 1 | 0.0149
flops | 16 | 0.544
mux | 15 | 0.255
buf+inv | 4 | 0.0701
simple gates | 17 | 0.117
## synthesized netlist by cell type
cell                      count  area share
sky130_fd_sc_hd__a211o_1      1       0.015
sky130_fd_sc_hd__buf_4        1       0.013
sky130_fd_sc_hd__buf_6        3       0.057
sky130_fd_sc_hd__dfxtp_1     16        0.54
sky130_fd_sc_hd__mux2i_1     15        0.25
sky130_fd_sc_hd__nor2_1      15       0.096
sky130_fd_sc_hd__nor2b_1      1       0.011
sky130_fd_sc_hd__or2_1        1       0.011
## per-stage QoR
step	instances	util
floorplan	53	-
global placement	142	0.156
detailed placement	142	0.156
CTS	146	0.166
global route	146	0.166
finish	146	0.166
## path summary, 6_finish.rpt
check | from | endpoint | slack [ns] | depth (start not counted)
max | count[9]$_SDFFE_PP0P_ | count[9] | 0.1 | 1
min | count[9]$_SDFFE_PP0P_ | count[8]$_SDFFE_PP1P_ | 0.51 | 1
max reg2reg | count[8]$_SDFFE_PP1P_ | count[8]$_SDFFE_PP1P_ | 0.74 | 2
min reg2reg | count[9]$_SDFFE_PP0P_ | count[8]$_SDFFE_PP1P_ | 0.51 | 1
## cell type report
| type | instances | area, µm² | area share |
|---|---|---|---|
| well taps | 72 | 90.1 | 0.0989 |
| repair buffers | 21 | 218 | 0.239 |
| multi-input cells | 33 | 228 | 0.250 |
| clock buffers | 4 | 55.1 | 0.0604 |
| flip-flops and latches | 16 | 320 | 0.352 |
## layer usage
metal,GRT usage,vias to the layer above,part of all wire
met2,0.0515,13,0.43
li1,-,218,-
met4,0.00249,0,0.0072
met1,0.0390,176,0.43
met5,0,-,0
met3,0.0240,2,0.14
Power figures rest on the tool's default switching activity, not on a simulated workload.
