File: ./run.sh
#!/bin/bash
# OpenROAD 26Q1-2900-gdf79404cd8, Yosys 0.63+post, stock flow scripts
make -C /OpenROAD-flow-scripts/flow DESIGN_CONFIG=/design/flow/config.mk WORK_HOME=/design/flow/orfs finish
File: ./config.mk
export PLATFORM = sky130hd
export DESIGN_NAME = Mux4
export DESIGN_NICKNAME = Mux4
export VERILOG_FILES = /design/flow/design.v
export SDC_FILE = /design/flow/constraint.sdc
export NUM_CORES = 4
export LEC_CHECK = 1
export CORE_AREA = 10 10 84 84
export DIE_AREA = 0 0 94 94
File: ./design.v
module Mux4 #(parameter WIDTH = 32)(
input[1:0]sel,
input[(WIDTH-1):0]in0,in1,in2,in3,
output reg[(WIDTH-1):0] out
);
always@(*)
	begin
		case(sel)
		2'b00:out=in0;
		2'b01:out=in1;
		2'b10:out=in2;
		2'b11:out=in3;
		endcase
	end
endmodule
File: ./constraint.sdc
current_design Mux4

set clk_period 1.5
set clk_io_pct 0.2

create_clock -name clk0 -period $clk_period

set non_clock_inputs [all_inputs -no_clocks]
set_input_delay [expr $clk_period * $clk_io_pct] -clock clk0 $non_clock_inputs
set_output_delay [expr $clk_period * $clk_io_pct] -clock clk0 [all_outputs]
==> impl_metrics.env <==
# source this file to load flow results
export IMPL_outcome="complete, but fails checks"
export IMPL_violations="setup timing"
export IMPL_ys_cells=39
export IMPL_initial_utilization=0.1565
export IMPL_grt_pass1_wl_um=8852
export IMPL_fin_tns_setup_ns=-0.0004383
export IMPL_yosys_stat_area_sq_um=814.5
export IMPL_met3_length_um=680
export IMPL_leakage_nw=1.111
export IMPL_seq_power_share=0
export IMPL_comb_power_share=1.000
export IMPL_antennaDiodeCount=0
export IMPL_cts_setup_buffers=0
export IMPL_yosys_warnings=1
export IMPL_hp_class="input pin to primary output"
export IMPL_coreArea_sq_um=5205
export IMPL_warnings=34
export IMPL_dp_hpwl_um=5064
export IMPL_rows=26
export IMPL_clkPwrFrac=0
export IMPL_worstMarginPinSlew_ns=0.1523
export IMPL_instances_no_fill=272
export IMPL_hold_worst_slack_ns=1.081
export IMPL_num_fill_cells=540
export IMPL_synth_area_top_cells="mux4_2 (83%), buf_12 (7.4%), mux4_1 (6.5%), buf_2 (1.8%), buf_6 (1.4%)"
export IMPL_fp_dieH_um=94
export IMPL_hold_viol_final=0
export IMPL_drive_above_1_share=0.3663
export IMPL_register_area_sq_um=0
export IMPL_synth_top_area_share=0.8295
export IMPL_die_x_um=94
export IMPL_via_per_inst=4.404
export IMPL_cp_data_arrival_time_ns=1.20
export IMPL_path_max_fanout=6
export IMPL_switching_share=0.2574
export IMPL_highest_layer="met4"
export IMPL_vias=1198
export IMPL_dp_cells=267
export IMPL_hold_buffers=0
export IMPL_port_buffers=162
export IMPL_ys_seq_frac=0
export IMPL_syn_inst=39
export IMPL_avgSynthCellArea_sq_um=20.89
export IMPL_syn_cell_area_sq_um=814.5
export IMPL_grt_pass1_vias=1401
export IMPL_drt_iter0_markers=32
export IMPL_syn2layout_area_growth_pct=184.8
export IMPL_common_cells="mux4_2 (30), buf_12 (3), buf_2 (3)"
export IMPL_wl_met2_um=3030
export IMPL_hold_depth=3
export IMPL_place_congestion=0.8283
export IMPL_flops=0
export IMPL_clock_fmax_ghz=0.6665
export IMPL_post_route_drc_count=0
export IMPL_yosys_area_top_type="mux4_2"
export IMPL_routed_wl_um=5915
export IMPL_slew_headroom=0.8992
export IMPL_drv_slew=0
export IMPL_layout_setup_ws_ns=-0.0004383
export IMPL_antenna_found_initial=0
export IMPL_path_cells="buf_16 -> buf_16 -> mux4_2 -> buf_2"
export IMPL_slowest_stage="mux4_2"
export IMPL_finalPower_w=0.0005603
export IMPL_synth_top_cell_by_count="mux4_2"
export IMPL_powerDensity_nw_per_um2=241.5
export IMPL_nClkBuffers=0
export IMPL_period_needed_ns=1.500
export IMPL_drt_met1_wl_um=2189
export IMPL_cp_slowest_stage_delay_ns=0.50
export IMPL_grt_max_degree=17
export IMPL_worstSetupPathType="input pin to primary output"
export IMPL_period_used=1.000
export IMPL_critPathCaptureType="primary output"
export IMPL_crit_top_cell="buf_16"
export IMPL_drt_pass1_iter_count=2
export IMPL_cp_start_kind="input pin"
export IMPL_power_switching_w=0.0001442
export IMPL_antenna_left=0
export IMPL_die_area_sq_um=8836
export IMPL_avgRoutedWirePerCell_um=21.75
export IMPL_grt_util_all_layers=0.1331
export IMPL_fin_util=0.4457
export IMPL_ios=162
export IMPL_rsz0062_at_grt="true"
export IMPL_cp_required_ns=1.20
export IMPL_p_int_w=0.0004161
export IMPL_setup_violations=1
export IMPL_max_cap_violations=0
export IMPL_vdd_drop_max_mv=0.1251
export IMPL_synth_cell_type_count=5
export IMPL_grt_overflow=0
cell families (layout without fill, tap and decap cells):
logic type	count (synthesis)	in the layout	share of synthesized area
buf+inv	7	170	0.1060
mux	32	32	0.8940
path summary, 6_finish.rpt:
| path | startpoint | to | slack [ns] |
|---|---|---|---|
| hold / removal | in0[13] | out[13] | 1.08 |
| setup / recovery | sel[0] | out[1] | -0.0004 |
layout make-up:
cell class	instances	area, sq um	area share
Tap cell	70	87.58	0.03776
Timing Repair Buffer	170	1511	0.6516
Multi-Input combinational cell	32	720.7	0.3107
per-layer routing:
metal / track usage / vias to the layer above
li1: - / 538
met1: 0.1589 / 562
met2: 0.2333 / 96
met3: 0.05331 / 2
met4: 0.003797 / 0
met5: 0 / -
layout by cell type (no fill, tap or decap):
cell,n
mux4_2,32
buf_12,3
buf_2,33
dlygate4sd2_1,128
buf_16,6
power groups by stage:
stage	clock (W)	sequential, W	combinational (W)
6_report	0	0	0.000560
5_1_grt	0	0	0.000610
4_1_cts	0	0	0.000576
metrics by stage:
stage,setup WS [ns],area [sq um]
5_1_grt,-0.03521,2320
4_1_cts,-0.003188,2320
6_report,-0.0004383,2320
2_1_floorplan,0.1827,814.5
3_3_place_gp,-0.6140,2492
3_5_place_dp,-0.6143,2492
what timing repair did:
| item | 4_1_cts | 5_1_grt |
|---|---|---|
| resized | 248 | 0 |
| endpoints found under the setup margin | 32 | 31 |
| gates cloned | 5 | 0 |
worst max-delay path: cells and delay by family:
| family | cells | cell delay (ns) |
|---|---|---|
| buf+inv | 3 | 0.40 |
| mux | 1 | 0.50 |
Power figures rest on the tool's default switching activity, not on a simulated workload.
